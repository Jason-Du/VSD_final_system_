===== flow/run.sh =====
#!/bin/bash
# OpenROAD 26Q1-2900-gdf79404cd8, Yosys 0.63+post, stock flow scripts
make -C /OpenROAD-flow-scripts/flow DESIGN_CONFIG=/design/flow/config.mk WORK_HOME=/design/flow/orfs finish

===== flow/config.mk =====
export PLATFORM = sky130hd
export DESIGN_NAME = Decoder_M2S_proj
export DESIGN_NICKNAME = Decoder_M2S_proj
export VERILOG_FILES = /design/flow/design.v
export SDC_FILE = /design/flow/constraint.sdc
export NUM_CORES = 4
export LEC_CHECK = 1
export CORE_AREA = 10 10 70 70
export DIE_AREA = 0 0 80 80

===== flow/constraint.sdc =====
current_design Decoder_M2S_proj

set clk_period 3.8
set clk_io_pct 0.2

create_clock -name clk0 -period $clk_period

set non_clock_inputs [all_inputs -no_clocks]
set_input_delay [expr $clk_period * $clk_io_pct] -clock clk0 $non_clock_inputs
set_output_delay [expr $clk_period * $clk_io_pct] -clock clk0 [all_outputs]

===== flow/design.v =====
module Decoder_M2S_proj(
  input VALID,
  input [31:0] ADDR,
  output [7:0] VALID_SS
); 
wire [6:0] IS_SLAVE;
assign IS_SLAVE[0] = ((ADDR>=32'h0000_0000)&&(ADDR<=32'h0000_1fff));
assign IS_SLAVE[1] = ((ADDR>=32'h0001_0000)&&(ADDR<=32'h0001_ffff));
assign IS_SLAVE[2] = ((ADDR>=32'h0002_0000)&&(ADDR<=32'h0002_ffff));
assign IS_SLAVE[3] = ((ADDR>=32'h1000_0000)&&(ADDR<=32'h1000_03ff));
assign IS_SLAVE[4] = ((ADDR>=32'h2000_0000)&&(ADDR<=32'h202f_ffff));
assign IS_SLAVE[5] = ((ADDR>=32'hf000_0000)&&(ADDR<=32'hf000_ffff));
assign IS_SLAVE[6] = ((ADDR>=32'hd000_0000)&&(ADDR<=32'hdfff_ffff));
assign VALID_SS[0] = (IS_SLAVE[0])? VALID:1'b0;
assign VALID_SS[1] = (IS_SLAVE[1])? VALID:1'b0;
assign VALID_SS[2] = (IS_SLAVE[2])? VALID:1'b0;
assign VALID_SS[3] = (IS_SLAVE[3])? VALID:1'b0;
assign VALID_SS[4] = (IS_SLAVE[4])? VALID:1'b0;
assign VALID_SS[5] = (IS_SLAVE[5])? VALID:1'b0;
assign VALID_SS[6] = (IS_SLAVE[6])? VALID:1'b0;
assign VALID_SS[7] = (|IS_SLAVE)? 1'b0:VALID;
endmodule

==> out/qor.rpt <==
LOGIC SYNTHESIS
--------------------------------------------------------------------------------------------
Post-synthesis cell count from yosys                                                      32
Cell area after synthesis                                                            231 µm²
Yosys top cell area share                                                              18.4%
Basic-gate share of the synthesized area counting and, or, nand and nor cells          85.9%
Yosys cell types                                                                          16
Avg Synthesized Cell Area                                                           7.23 µm²
Cell area leaders                                                               sky130_fd_sc_hd__nor4_4 18%, sky130_fd_sc_hd__nor3_1 11%, sky130_fd_sc_hd__nor3b_2 11%, sky130_fd_sc_hd__nor2_1 8.1%, sky130_fd_sc_hd__nor4_1 8.1%
MUX share of area                                                                         0%
Cells after synthesis                                                                     32
Adder Share, Synth                                                                        0%
YS chip area                                                                         231 µm²
Post-synth top area cell                                                        sky130_fd_sc_hd__nor4_4
Largest logic family                                                            simple AND/OR/NAND/NOR gates
Proportion of synthesized chip area in sequential cells                                   0%
Aoi share                                                                              10.8%
Synth Area in XOR/XNOR                                                                    0%
Number of warnings issued by yosys                                                         0

STA
--------------------------------------------------------------------------------------------
Setup tns final                                                                         0 ns
Count of final max-slew check failures                                                     0
Normalized max-slew margin                                                             73.7%
Minimum clock period after layout                                                    3.57 ns
Final Hold Viols                                                                           0
Top achievable clock speed                                                           280 MHz
Tcrit/Tclk final                                                                       93.8%
Final number of setup-violating endpoints                                                  0
Measured slew at the worst slew-check pin                                           0.385 ns
Unrepaired setup endpoints after global routing                                           no

JOB
--------------------------------------------------------------------------------------------
Warning total across the stage logs                                                       42
Number of maximum-capacitance constraint violations                                        0

GLOBAL ROUTING
--------------------------------------------------------------------------------------------
First-pass GRT wire length                                                           1880 µm
Largest net degree at the start of global routing                                          6
Vias in the first global route                                                           433
GRT Residual Overflow                                                                      0
Global Route Usage Sum                                                                 3.56%
Antenna violations before repair                                                           0

FINISH
--------------------------------------------------------------------------------------------
Layout cell share with drive strength beyond 1                                         11.1%
Flop area                                                                              0 µm²
Fin util                                                                               17.5%
Area grow syn2layout                                                                    159%
Number of clock buffers in the layout                                                      0
Flop count                                                                                 0

ROUTE
--------------------------------------------------------------------------------------------
Violation count after the first detailed-routing iteration                                 7
Antenna-violating nets left                                                                0
Final routed wire length divided by cell count                                       11.2 µm
DRC Markers                                                                                0
Total Wirelength                                                                     1220 µm
Total via count in the routed design                                                     392
Total antenna diodes in the routed design                                                  0
Detail-routed via count per cell                                                        3.60
Pre-antenna DRT Iters                                                                      4

CLOCK NETWORK
--------------------------------------------------------------------------------------------
Post-cts resize count                                                                      0
Number of hold buffers added after cts                                                     0
# Post-CTS Setup Buffers                                                                   0

POWER AND IR DROP
--------------------------------------------------------------------------------------------
Largest voltage drop on the vdd net                                                  30.4 µV
Power density over cell area                                                     65.8 nW/µm²
Total leakage power                                                                 0.165 nW

WORST SETUP PATH
--------------------------------------------------------------------------------------------
Critical path required time                                                          3.04 ns
Crit start category                                                                input pin
Start-to-end type of the worst setup path                                             in2out
Critical Path Fanout Max                                                                   4
CP arrival                                                                           2.81 ns
Setup crit end kind                                                              output port

WORST HOLD PATH
--------------------------------------------------------------------------------------------
HP Start                                                                               VALID
Worst min-delay path endpoint                                                    VALID_SS[7]
Path class of the lowest-slack min-delay path                                         in2out
Worst hold stages                                                                          4

PLACED DESIGN
--------------------------------------------------------------------------------------------
Dpl hpwl                                                                             1140 µm
Number of I/O port buffers                                                                31
Placer's final routability congestion estimate                                         0.812

FLOORPLANNING
--------------------------------------------------------------------------------------------
Placement row count                                                                       21
Fraction of the core area occupied by cells at floorplan                               6.78%
Die X                                                                                  80 µm
Placeable core area                                                                 3420 µm²
Top Ports                                                                                 41
Die area                                                                            6400 µm²
Die height                                                                             80 µm

RUN STATUS
--------------------------------------------------------------------------------------------
Result of the run                                                                  completed

-- kinds of logic (layout without fill, tap and decap cells) --
kind of cell,after synthesis,count (layout)
compound gates,3,3
simple gates,27,27
buf+inv,2,33
-- final cells by class --
class	count	area, µm²
Tap cell	46	57.6
Multi-Input combinational cell	30	224
Fill cell	391	2820
Inverter	2	7.51
Timing Repair Buffer	31	310
-- per-stage QoR --
| step | total power [mW] | setup slack, ns | instances | instance area, µm² | hold WS, ns |
|---|---|---|---|---|---|
| final | 0.0394 | 0.234 | 109 | 599 | 2.49 |
| after global routing | 0.0429 | 0.139 | 109 | 599 | 2.57 |
| after CTS | 0.0396 | 0.221 | 109 | 599 | 2.50 |
| after detailed placement | 0.0394 | 0.223 | 109 | 599 | 2.50 |
| after global placement | 0.0390 | 0.238 | 109 | 599 | 2.49 |
| after floorplan | 0.00761 | 1.35 | 32 | 231 | 1.53 |
-- worst max-delay path, cell delays in order --
cell	delay, ns
sky130_fd_sc_hd__clkdlybuf4s50_1	0.46
sky130_fd_sc_hd__nor4_4	0.35
sky130_fd_sc_hd__nand3_2	0.16
sky130_fd_sc_hd__or3_4	0.41
sky130_fd_sc_hd__nor3b_2	0.18
sky130_fd_sc_hd__clkdlybuf4s50_1	0.48
-- layout by cell type, fill, tap and decap left out --
master | Yosys | final
sky130_fd_sc_hd__a2111oi_0 | 1 | 1
sky130_fd_sc_hd__a211oi_1 | 1 | 1
sky130_fd_sc_hd__clkdlybuf4s50_1 | 0 | 31
sky130_fd_sc_hd__inv_1 | 2 | 2
sky130_fd_sc_hd__nand2_1 | 3 | 3
sky130_fd_sc_hd__nand3_1 | 2 | 2
sky130_fd_sc_hd__nand3_2 | 1 | 1
sky130_fd_sc_hd__nand3b_2 | 1 | 1
sky130_fd_sc_hd__nand4_1 | 1 | 1
sky130_fd_sc_hd__nor2_1 | 5 | 5
sky130_fd_sc_hd__nor3_1 | 5 | 5
sky130_fd_sc_hd__nor3b_2 | 2 | 2
sky130_fd_sc_hd__nor4_1 | 3 | 3
sky130_fd_sc_hd__nor4_4 | 2 | 2
sky130_fd_sc_hd__nor4b_1 | 1 | 1
sky130_fd_sc_hd__o221ai_1 | 1 | 1
sky130_fd_sc_hd__or3_4 | 1 | 1
-- metal layers --
layer,track usage [%],vias to the layer above,wire (µm)
li1,-,192,-
met1,4.68,177,552
met2,5.30,21,489
met3,1.59,2,165
met4,0.528,0,14
met5,0,-,0
-- worst max path at each step --
stage | startpoint | endpoint | slack [ns] | cells past startpoint
4_1_cts | ADDR[22] | VALID_SS[2] | 0.22 | 6
5_1_grt | ADDR[22] | VALID_SS[2] | 0.14 | 6
6_report | ADDR[22] | VALID_SS[2] | 0.23 | 6
-- power breakdown --
part | internal, mW | switching (mW)
Combinational | 0.0261 | 0.0134
Clock | 0 | 0
Sequential | 0 | 0
-- cells in the mapped netlist, drive strengths merged --
master	count
o221ai	1
nand3b	1
nor3b	2
nand3	3
nor4	5
nor4b	1
a2111oi	1
nor2	5
inv	2
or3	1
nand4	1
a211oi	1
nand2	3
nor3	5
Power figures rest on the tool's default switching activity, not on a simulated workload.
