File: design/flow/design.v
`timescale 1ns/10ps
module counter_64(
	clk,
	rst,
	count,
	clear,
	keep
);
	input               clk;
	input               rst;
	input               keep;
	input               clear;
	output logic [63:0] count;
	logic        [63:0] count_in;
	always_ff@(posedge clk or posedge rst)
	begin
		if(rst)
		begin
			count<=64'd0;
		end
		else
		begin
			count<=count_in;
		end
	end
	always_comb
	begin
		if(clear)
		begin
			count_in=64'd0;
		end
		else if(keep)
		begin
			count_in=count;
		end
		else
		begin
			count_in=count+16'd1;
		end
	end
endmodule
File: design/flow/run.sh
#!/bin/bash
# OpenROAD 26Q1-2900-gdf79404cd8, Yosys 0.63+post, stock flow scripts
make -C /OpenROAD-flow-scripts/flow DESIGN_CONFIG=/design/flow/config.mk WORK_HOME=/design/flow/orfs finish
File: design/flow/config.mk
export PLATFORM = sky130hd
export DESIGN_NAME = counter_64
export DESIGN_NICKNAME = counter_64
export VERILOG_FILES = /design/flow/design.v
export SDC_FILE = /design/flow/constraint.sdc
export NUM_CORES = 4
export LEC_CHECK = 1
export CORE_UTILIZATION = 50
File: design/flow/constraint.sdc
current_design counter_64

set clk_period 4.2
set clk_io_pct 0.2

create_clock -name clk0 -period $clk_period [get_ports {clk}]

set non_clock_inputs [all_inputs -no_clocks]
set_input_delay [expr $clk_period * $clk_io_pct] -clock clk0 $non_clock_inputs
set_output_delay [expr $clk_period * $clk_io_pct] -clock clk0 [all_outputs]
==> results.py <==
# Synthesis and PnR figures
metrics = {
    "setup_path": {
        "endpoint_kind": "register",
        "reg2reg_depth": 6,
        "arrival_ps": 3010,
        "setup.worst_path.start_class": "primary input",
        "critical_path_class": "in -> reg",
        "setup.worst_path.end": "count[33]",
        "timing.reg2reg.setup_slack_ps": 1800,
        "crit_path_max_fanout": 7,
        "setup.worst_path.start": "keep",
        "r2r_end": "count[62]",
        "worst_r2r_startpoint": "count[15]",
        "critical_path_data_required_time_ps": 4450,
    },
    "final_timing": {
        "layout_min_cycle_time_ps": 2760,
        "worst_pin_slew_ps": 672,
        "final_max_slew_viol_count": 0,
        "slew-limit-headroom_pct": 55.2,
        "rsz0062_at_grt": "false",
        "finalSetupTns_ps": 0,
        "skew_ps": 7.50,
        "timing_hold_violations_final": 0,
        "final.hold.worst_slack_ps": 565,
        "min_period_over_period_pct": 65.6,
        "timing.fmax_mhz": 363,
        "finalSetupViolCount": 0,
    },
    "pwr": {
        "power_density_over_cell_area_mw_per_mm2": 303,
        "vdd_drop_max_v": 0.000244,
        "intPower_uw": 1010,
        "leakagePower_uw": 0.00163,
        "comb_power_share_pct": 2.7,
        "share_seq_of_total_power_pct": 48.9,
        "p_sw_uw": 259,
        "pwr-share-clk_pct": 48.4,
        "netSwitchingFraction_pct": 20.4,
    },
    "detailed_routing": {
        "wl_met3_um": 272,
        "m1WireLength_um": 3500,
        "detail_route.wl_per_cell_um": 14.2,
        "antenna_left": 0,
        "antenna_cells": 0,
        "routed_wl_um": 7120,
        "vias": 2657,
        "detailroute.wirelength.met2_um": 3300,
        "drt_iter0_drc": 123,
        "dr.max_layer_used": "met4",
        "drt_pass1_iterations": 4,
        "routed_via_density": 5.30,
        "drc_violations_left": 0,
    },
    "synthesis": {
        "synth-area-yosys_mm2": 0.00324,
        "seq_area_frac_synth_pct": 49.4,
        "postSynth.asyncResetShare_pct": 100,
        "synth_area_mm2": 0.00324,
        "synthesized_instance_count": 353,
        "synthDominantAreaCellType": "dfrtp_1",
        "yosysWarnings": 1,
        "ys_seq_elements": 64,
        "ys_top_cells_by_area": "dfrtp_1 49%, xnor2_1 8.9%, nor2_1 7.3%",
        "synth_stat.cells": 353,
        "synthDominantCellAreaShare_pct": 49.4,
        "edf_count": 0,
        "ys.flop_type": "dfrtp_1",
        "mean_post_synth_cell_area_um2": 9.18,
        "count_of_distinct_cell_types_in_the_synthesized_netlist": 31,
    },
    "finish": {
        "largest_register_ff_count": 64,
        "fillers": 483,
        "footprint_of_the_flip_flops_and_latches_mm2": 0.00160,
        "area_delta_synth_final_pct": 29.6,
        "final-comb-area_mm2": 0.00155,
        "final_layout_size_suffix_gt1_share_pct": 5.87,
        "register_containing_the_most_flip_flops_in_the_final_layout": "count",
        "top_regs": "count (64)",
    },
    "die": {
        "floorplan.core_util_pct": 53.2,
        "floorplan.die.width_um": 82.5,
        "fp-row-count": 28,
        "chip_area_mm2": 0.00681,
        "io-pin-count": 68,
        "die_height_um": 82.5,
        "core_area_mm2": 0.00610,
    },
    "clock_network": {
        "clkLatencyLatePin_ps": 340,
        "max_h_tree_level": 3,
        "cts.clk_slew.worst_paths_ps": 60,
        "post_cts_resize_count": 0,
        "cts_inserted_buffers": 9,
        "post-cts-setup-buffers": 0,
        "clkSinkCount": 64,
        "cts.root.buffer_cell": "clkbuf_8",
        "tritoncts": "built",
        "clock_tree_buf_depth": 2,
        "postCtsHoldBufs": 0,
    },
    "global_routing": {
        "pin_count_of_the_biggest_net_entering_global_routing": 66,
        "antenna_found_initial": 0,
        "grt_remaining_overflow": 0,
        "grt.total_usage_pct": 23.5,
        "grt_pass1_wl_um": 11900,
        "grt_pass1_vias": 2493,
    },
    "flow_run": {
        "max-cap-violations": 0,
        "stage_log_warnings": 26,
    },
    "status": {
        "run_status": "complete, no violations",
    },
    "placement": {
        "buffers_on_ports": 67,
        "place.detailed.hpwl_um": 4720,
        "place_congestion": 0.849,
    },
    "hold_path": {
        "min_path_type": "reg -> reg",
        "hold_start": "count[7]",
    },
}
==> how the worst min path moves through the flow <==
stage	end	slack [ps]	cells past startpoint
finish	count[7]	560	2
global route	count[3]	600	2
CTS	count[7]	570	2
==> Yosys cell counts, drive strengths merged, types with 2 or more instances <==
| cell type | count |
|---|---|
| xnor2 | 33 |
| dfrtp | 64 |
| and2 | 3 |
| xor2 | 18 |
| and3 | 9 |
| clkbuf | 9 |
| nand2 | 24 |
| nor2 | 63 |
| nor3 | 24 |
| and4 | 2 |
| nand3 | 21 |
| nor4 | 8 |
| nand4 | 18 |
| or3 | 10 |
| o21ai | 10 |
| nor3b | 2 |
| nor2b | 2 |
| a21oi | 11 |
| buf | 3 |
| inv | 12 |
==> worst max-delay path, stage by stage <==
cell and delay [ps]:
clkdlybuf4s50_1 490, nand2b_1 140, and4_1 320, and2_0 380
nand3_1 280, or3_1 420, a21oi_1 140
==> power by group through the flow <==
| stage | combinational (uW) | clock [uW] | sequential [uW] |
|---|---|---|---|
| 6_report | 34.0 | 616 | 621 |
| 4_1_cts | 35.7 | 628 | 621 |
| 5_1_grt | 39.9 | 651 | 621 |
==> area by class of cell <==
| cell class | count | share of cell area (%) |
|---|---|---|
| tap | 75 | 2.23 |
| sequential | 64 | 38.1 |
| timing repair buffer | 69 | 16.2 |
| clock buffer | 14 | 4.11 |
| inverter | 12 | 1.07 |
| clock inverter | 2 | 1.43 |
| multi-input combinational | 265 | 36.8 |
==> routing by layer <==
metal	GRT usage (%)	vias to the layer above
li1	-	1342
met1	37.9	1256
met2	36.3	55
met3	4.35	4
met4	2.07	0
met5	0	-
==> through the flow <==
step	cell area (um2)	utilization, %	worst slack, ps	power (uW)	instances
6_report	4200	68.9	1440	1270	501
3_5_place_dp	3970	65.1	1090	669	485
2_1_floorplan	3240	-	1760	654	353
4_1_cts	4200	68.9	1460	1290	501
3_3_place_gp	3970	65.1	1190	669	485
5_1_grt	4200	68.9	1290	1310	501
==> placed cells by master (no fill, tap or decap), drive strengths merged, types with 8 or more instances in the layout <==
| cell type | instances |
|---|---|
| xor2 | 18 |
| o21ai | 10 |
| dfrtp | 64 |
| nor4 | 8 |
| a21oi | 11 |
| nand3 | 21 |
| clkbuf | 14 |
| and3 | 9 |
| clkdlybuf4s50 | 66 |
| inv | 12 |
| xnor2 | 33 |
| nand4 | 18 |
| or3 | 10 |
| nand2 | 24 |
| nor2 | 63 |
| nor3 | 24 |
==> kinds of logic (layout without fill, tap and decap cells) <==
logic type	count (synthesis)	after routing	share of synthesized area [%]
AND-OR/OR-AND	22	22	3.51
XOR/XNOR	51	51	13.8
adder cells (fa/ha/maj)	1	1	0.386
buffers and inverters	24	97	2.90
flip-flops	64	64	49.4
multiplexers	2	2	0.656
AND/OR/NAND/NOR	189	189	29.3
No activity file was given, so power comes from the tool's default toggle rates.
