--- flow/run.sh ---
#!/bin/bash
# OpenROAD 26Q1-2900-gdf79404cd8, Yosys 0.63+post, stock flow scripts
make -C /OpenROAD-flow-scripts/flow DESIGN_CONFIG=/design/flow/config.mk WORK_HOME=/design/flow/orfs finish
--- flow/config.mk ---
export PLATFORM = sky130hd
export DESIGN_NAME = par_counter
export DESIGN_NICKNAME = par_counter
export VERILOG_FILES = /design/flow/design.v
export SDC_FILE = /design/flow/constraint.sdc
export NUM_CORES = 4
export LEC_CHECK = 1
export CORE_AREA = 10 10 70 70
export DIE_AREA = 0 0 80 80
--- flow/constraint.sdc ---
current_design par_counter

set clk_period 1.4
set clk_io_pct 0.2

create_clock -name clk0 -period $clk_period [get_ports {clk}]

set non_clock_inputs [all_inputs -no_clocks]
set_input_delay [expr $clk_period * $clk_io_pct] -clock clk0 $non_clock_inputs
set_output_delay [expr $clk_period * $clk_io_pct] -clock clk0 [all_outputs]
--- flow/design.v ---
module par_counter(rst, clk, stop, load, carry, count, load_value);
parameter NUM = 4;
input rst;
input clk;
input load;
input stop;
input [NUM-1:0] load_value;
output logic carry;
output logic [NUM-1:0] count;
assign carry = (count==load_value);
always_ff @(posedge clk or posedge rst)
begin
    if(rst)
        count <= {NUM{1'b0}};
    else
        if(stop)
            count <= count;
        else if(load)
            count <= count + 'd1;
        else
            count <= 'd0;
end
endmodule
==> results.txt <==
The synthesis and place-and-route flow finished, so here is a summary.

The die footprint is about 6400 um2. The maximum frequency from static timing analysis came out at 0.692 GHz. Entering global routing, the biggest net connects 5 pins. Setup repair after global routing could not meet its margin everywhere. The dominant combinational cell family by area after synthesis is simple AND/OR/NAND/NOR gates. STA reports a reg2reg setup slack of roughly 0.06 ns. The global-route wire length before repair came out at 1100 um. The global-route track usage on met2 is 0.0289.

Adding up every negative setup slack in the final design gives -0.0449 ns. The tool warning count came out at 27. The power report puts the leakage power at 0.266 nW.

The starting utilization of the core area came out at 0.0692. The via total after detailed routing came out at 277. The capture point of the critical path was reported as carry. The top-level I/O count came out at 13. After synthesis, the cell types taking the most area are dfrtp_1, xor2_1, o21ai_0, ha_1, a22o_2. The clock latency on the worst-skew pair is 0.23 ns. The count of buffers from port buffering is 12. The STA report counts the stages on the worst setup path as 3. For reference, the clock transition at the flip-flops on the worst setup and hold paths is 0.03 ns. The number of vias per cell after detailed routing came out at 2.86.

The AND-OR/OR-AND share of the synthesized area came out at 0.148. The count of nets left with antenna violations after detail routing is 0. The y dimension of the die is roughly 80 um. The final number of hold-violating endpoints is 0. The total chip power came out at 0.395 mW.

The final worst-path setup slack came out at -0.0449 ns. The placed instance area came out at 459 um2. The report counts max-capacitance violations totalling 0. The initial antenna violation count is 0. The area used by sequential logic in the layout is 100 um2. The required time at the endpoint of the critical path came out at 1.12 ns. Measured on the finished design, the core utilization comes to 0.153.

The via count of the first global-routing pass was about 260. The area growth from synthesis to final layout is 121%. The area share of the leading cell type in the synthesized netlist is 0.423.

Counting both buffers and inverters, the worst setup path holds a total of 1. The horizontal die dimension is 80 um. The HPWL reported at the end of detailed placement is 556 um. The final timing summary puts the cycle share of the worst path at 1.03. The diode insertion count for antenna repair came out at 0. The area of the placeable core came out at 3420 um2.

The DRC violations left came out at 0. The count of TritonRoute iterations in the first routing pass came out at 2. The number of cells traversed by the worst register-to-register path came out at 5. The cell sitting at the root of the clock tree is a clkbuf_4.

The routed wire length came out at between 700 and 800 um. The number of instances in the placed design came out at around 90. Of the total synthesized cell area, the portion taken by full adders, half adders and majority gates is 0.0529. The post-synthesis mux area share came out at 0. The post-synthesis instance area is 236 um2. The checks that failed: setup timing.

The synthesis warning total came out at 1. The global-route track usage on met3 came out at 0.0114. The number of flip-flops under the largest register name is 4. Recorded from the global router log, the overflow total was 0. Setup violations remaining at the end of the flow were counted as 1. The clock tree has to reach 4 sinks.

The slew of the pin with the lowest slew margin is 0.210 ns. Per the detail_route report, routed wire per instance is 7.63 um. The non-filler instance count after layout is 97. The multi-input logic area came out at 129 um2.

The yosys synthesis chip area is 236 um2. The buffer levels on the longest clock path came out at 2. The maximum single-stage delay on the critical path came out at 0.38 ns. The max-slew check reports its worst relative slack as 0.858. The violation tally from detailed-route iteration zero is 9. The global placer's final weighted congestion is 0.773. The post-synthesis cell type count is 14. The number of buffers added by the clock tree synthesis step came out at 3.

The cell count after synthesis came out at 25. Across all hold checks on the routed design, the worst slack comes to 0.234 ns. The number of cells reported by Yosys stat comes to 25. The total global-route track usage came out at 0.0213. For this run, the register share of the synthesized area comes to 0.423. Looking at the critical path, the highest net fanout was 2. Per the synthesis report, the dominant area consumer among library cells is dfrtp_1. The cell area after layout came out at between 500 and 600 um2. Per the synth log, the flip-flop and latch total comes to 4. The data arrival at the endpoint of the critical path came out at between 1 and 1.5 ns. The largest individual stage delay along the critical path comes from the cell dfrtp_1. The capturing point of the worst reg2reg path is count[1].

The flow ran to the end, but the final reports show violations. Power spread over the standard cell area amounts to 756 nW/um2. The area fraction in and, or, nand and nor cells came out at 0.196.

The post-place setup slack is -0.483 ns. TritonCTS built the clock tree. OpenSTA lists the critical path startpoint as count[1].

The minimum clock period is between 1 and 1.5 ns. The report lists the cells along the critical path as xor2_1 > nor4_1 > buf_2. The row count is 21. The cell-mix breakdown from Yosys lists the XOR/XNOR area share as 0.148.

The ratio of cells with drive above 1 in the final layout came out at 0.333. STA classifies the critical path endpoint as an output port. Per the timing report, the most critical flop-to-flop path originates at count[1]. The largest registers in the layout are count x4. The family with the most delay on the worst path is flip-flops.

The worst setup path is launched from a register. Note that the worst hold path type here is primary input to async pin. The final clock skew came out at 0.000664 ns. The highest ir drop seen on vdd is 145 uV. By instance count after routing, the leading logic cell types are dlygate4sd2_1, buf_4. The met1 usage came out at 0.0287.

The level count of the clock H-tree is 1. Global route summary, busiest routing layer listed as met2. The mean instance size in the synthesized netlist is 9.46 um2. The final timing report lists a max-slew violation count of 0.

The register ranked first by flip-flop count is count. The number of fillers in the final layout is 387. The worst setup path is of the register to output port kind.
[timing repair]
item	in CTS	in global routing
resized	14	1
hold buffers	0	0
setup endpoints to repair	5	1
pin swaps	4	1
setup buffers	5	1
hold endpoints to repair	0	0
[power breakdown]
part	switching [mW]	internal (mW)
Clock	0.0405	0.0954
Combinational	0.0423	0.0825
Sequential	0.00801	0.127
Total	0.0907	0.305
[worst min path at each step]
stage	startpoint	cells past startpoint	slack, ns	endpoint
CTS	rst	2	0.24	count[3]
global route	rst	2	0.26	count[3]
finish	rst	2	0.23	count[1]
[metal layers]
metal  vias to the layer above  routed length (um)
met5                         -                   0
met4                         0                   7
met3                         2                  96
met2                        13                 297
met1                       124                 338
li1                        138                   -
[synthesized netlist by cell type]
library cell,instances
dfrtp_1,4
nor2b_1,1
o21ai_0,4
nand2_1,2
ha_1,1
or3_1,1
a21oi_1,1
xor2_1,4
inv_1,2
nand2b_1,1
a22o_2,1
nor4_1,1
and2b_2,1
nand3_1,1
[area by class of cell]
type	count	share of cell area
multi-input cells	19	0.246
flip-flops and latches	4	0.191
well taps	46	0.110
repair buffers	23	0.395
clock buffers	3	0.0431
inverters	2	0.0144
[worst reg2reg max path: cells and delay by family (launching register included)]
kind,cells,cell delay [ns]
fa+ha+maj,1,0.26
compound gates,1,0.21
flops,1,0.38
buf+inv,3,0.37
[logic make-up after synthesis]
logic type | Yosys count
AND/OR/NAND/NOR | 8
AND-OR/OR-AND | 6
XOR/XNOR | 4
flip-flops | 4
buffers and inverters | 2
adder cells (fa/ha/maj) | 1
Power and IR drop assume default switching activity.
